**run.sh**
```bash
#!/bin/bash
# OpenROAD 26Q1-2900-gdf79404cd8, Yosys 0.63+post, stock flow scripts
make -C /OpenROAD-flow-scripts/flow DESIGN_CONFIG=/design/flow/config.mk WORK_HOME=/design/flow/orfs finish
```
**config.mk**
```make
export PLATFORM = sky130hd
export DESIGN_NAME = MD_out
export DESIGN_NICKNAME = MD_out
export VERILOG_FILES = /design/flow/design.v
export SDC_FILE = /design/flow/constraint.sdc
export NUM_CORES = 4
export LEC_CHECK = 1
export CORE_UTILIZATION = 40
```
**constraint.sdc**
```tcl
current_design MD_out

set clk_period 31.2
set clk_io_pct 0.2

create_clock -name clk0 -period $clk_period

set non_clock_inputs [all_inputs -no_clocks]
set_input_delay [expr $clk_period * $clk_io_pct] -clock clk0 $non_clock_inputs
set_output_delay [expr $clk_period * $clk_io_pct] -clock clk0 [all_outputs]
```
**design.v**
```verilog
module MD_out(
    input [127:0] P_QR_i,
    input [1:0] signs_i,
    input [3:0] md_op_i,
    output [63:0] md_result_o
    );
    wire [63:0] Q, R, Q_2C, R_2C, out_Rs, out_Qs, out_Q, out_R, d_result;   
    wire [127:0] P_2C, P_s, P_su;
    wire [63:0] m_result;
    assign Q = P_QR_i[127:64];
    assign R = P_QR_i[63:0];
    assign Q_2C = ~Q + 1;
    assign R_2C = ~R + 1;
    assign out_Qs = signs_i[1] ? (signs_i[0] ? Q : Q_2C) : (signs_i[0] ? Q_2C : Q);
    assign out_Q = md_op_i[0] ? Q : out_Qs;
    assign out_Rs = signs_i[0] ? R_2C : R;
    assign out_R = md_op_i[0] ? R : out_Rs;
    assign d_result = md_op_i[1] ? (md_op_i[3] ? {{32{out_R[31]}}, out_R[31:0]}: out_R) : (md_op_i[3] ? {{32{out_Q[31]}}, out_Q[31:0]} : out_Q);
    assign P_2C = ~P_QR_i + 1;
    assign P_s = signs_i[1] ? (signs_i[0] ? P_QR_i : P_2C) : (signs_i[0] ? P_2C : P_QR_i);
    assign P_su = signs_i[1] ? P_2C : P_QR_i;
    assign m_result = md_op_i[1] ? (md_op_i[0] ? P_QR_i[127:64] : P_su[127:64]) : (md_op_i[0] ? P_s[127:64] : (md_op_i[3] ? {{32{P_s[31]}}, P_s[31:0]} : P_s[63:0]));
    assign md_result_o = md_op_i[2] ? d_result : m_result;
endmodule
```
==> results.ini <==
[placed_design]
placed_cell_area_um2 = 11200
portBuffers = 198
gp_congestion = 1.06
dpl.hpwl_mm = 41.7

[finish]
logic_area_um2 = 8460
drive_gt1_share_pct = 4.40
fillers = 2332
syn_to_final_growth_pct = 22.8
nClkBuffers = 0
seq_area_um2 = 0
ff_count = 0
stdcell_area_um2 = 11200

[power_and_ir_drop]
internal_power_mw = 0.0874
switchingPower_mw = 0.120
peakVddDrop_mv = 0.0100
switching_share_pct = 57.8
p_leak_nw = 3.56
power_density_nw_per_um2 = 18.6

[clock_network]
cts_setup_buffers = 0
ctsHoldBuffers = 0
cts_resized = 0

[yosys]
synth-seq-area-share_pct = 0
synthSimpleGateAreaFrac_pct = 33.7
synth.largest_area_cell = xnor2_1
aoi_share_pct = 34.9
syn-cell-area_um2 = 9090
xor_area_share_pct = 23.0
area_leaders = xnor2_1 (15%), o21ai_0 (9.4%), xor2_1 (8.4%), a21oi_1 (7.2%), nor2_1 (7.1%)
yosysChipArea_um2 = 9090
avgSynthCellArea_um2 = 5.87
ys_top_logic_family = AND-OR/OR-AND gates
ys_top_cells_by_count = nor2_1 (171), o21ai_0 (171), xnor2_1 (152)
mux_share_pct = 0.674
adder_share_pct = 0.275
synth_cells = 1550
ys_types = 68
top_area_share_pct = 14.6
ys_cells = 1550
yosysWarnings = 0

[worst_hold_path]
worstHoldPathType = primary input to primary output
hp-start = md_op_i[2]

[outcome]
status = finished clean

[floorplan]
die-area_um2 = 23300
fp_util_pct = 41.3
die_h_um = 153
die_x_um = 153
io_pins = 198
coreArea_um2 = 22000
placementRows = 54

[timing]
rsz0062_at_grt = false
slew_viol_final = 0
slew-limit-headroom_pct = 25.8
finalClockPeriodUsage_pct = 56.1
fmax_mhz = 57.1
report.final.hold_viol_count = 0
setup_tns_ps = 0
tightest_slew_ps = 1100
finalSetupViolCount = 0
period_minus_slack_ps = 17510

[worst_setup_path]
startpoint = P_QR_i[0]
critPathKind = primary input to primary output
endpoint_kind = primary output
required_ps = 24960
arrival_ps = 11270
cp_max_fo = 12
cp-start-kind = primary input

[route]
vias = 13199
wl_per_cell_um = 28.6
postRouteAntennaNets = 0
wirelength_mm = 54.8
viasPerCell = 6.89
drc_errors = 0
first_pass_iters = 19
drt_first_iter_violations = 1876

[grt]
grt_pass1_vias = 11725
grt_max_degree = 57
grtUsageTotal_pct = 46.3
grt_pass1_wl_mm = 79.0
antenna_found_initial = 3
overflow = 0

[job]
warning_count = 32
max-cap-violations = 0

==> layout by cell type (no fill, tap or decap), types with 20 or more instances in the layout <==
cell             count
or3_1               33
nand4_1             23
xnor2_1            151
xor2_1              86
a221oi_1            20
a21oi_1            131
a31oi_1             26
nor4_1              41
o21ai_0            171
nor3_1              70
buf_4               42
clkdlybuf4s50_1    195
nand2_1            133
nand3_1             48
nor2_1             170
==> metrics by stage <==
stage	util (%)	power (mW)	setup WS, ps	hold WS (ps)	cells
2_1_floorplan	-	0.104	15820	12550	1550
3_3_place_gp	50.7	0.198	13990	13350	1915
3_5_place_dp	50.7	0.197	13910	13350	1915
4_1_cts	50.7	0.199	13890	13340	1915
5_1_grt	50.7	0.217	13530	13410	1915
6_report	50.7	0.207	13690	13370	1917
==> cells by family (layout without fill, tap and decap cells) <==
kind of cell | count (synthesis) | after routing
xor+xnor | 239 | 239
simple gates | 616 | 616
mux | 6 | 6
compound gates | 513 | 513
fa+ha+maj | 2 | 2
other cells | 0 | 2
buf+inv | 174 | 259
==> layer usage <==
layer,wire (µm),global-route usage (%)
met1,21700,64.2
met2,21100,62.2
met3,10100,23.8
met4,1750,12.1
met5,105,0
==> final cells by class <==
cell class,instances,share of cell area (%)
Tap cell,280,3.14
Multi-Input combinational cell,1376,75.7
Inverter,19,0.639
Timing Repair Buffer,240,20.4
Antenna cell,2,0.0448
==> power groups by stage <==
stage	clock, mW	combinational [mW]	sequential (mW)
4_1_cts	0	0.199	0
5_1_grt	0	0.217	0
==> critical path: stages <==
cell             delay [ps]
clkdlybuf4s50_1         460
inv_1                   100
ha_1                    200
or4b_2                  690
or3_1                   520
nor3_1                  660
nand3_1                 630
nor3_1                  430
mux2_2                  220
nor2_1                   40
o31ai_1                 500
clkdlybuf4s50_1         560
==> path summary, 6_finish.rpt <==
path / endpoint / cells after the start / slack [ps]
setup / recovery: md_result_o[60] / 12 / 13690
hold / removal: md_result_o[46] / 4 / 13370
Power figures rest on the tool's default switching activity, not on a simulated workload.
