==> design.v <==
`timescale 1ns / 1ps
module M_64(
    input clk,
    input reset,
    input [63:0] X,
    input [63:0] Y,
    output [127:0] P
    );
    wire [63:0] PP64LL, PP64LH, PP64HL, PP64HH;
    wire [31:0] XL, XH, YL, YH;
    reg [63:0] PP64LL_reg, PP64LH_reg, PP64HL_reg, PP64HH_reg;
    assign XL = X[31:0];
    assign XH = X[63:32];
    assign YL = Y[31:0];
    assign YH = Y[63:32];
    multiplier_32 LL(XL, YL, PP64LL);
    multiplier_32 LH(XL, YH, PP64LH);
    multiplier_32 HL(XH, YL, PP64HL);
    multiplier_32 HH(XH, YH, PP64HH);      
    assign P = (PP64HH_reg << 64) + ((PP64LH_reg + PP64HL_reg) << 32) + PP64LL_reg;
    always @ (posedge clk)
    begin
        if (reset == 0) begin
            PP64LL_reg <= 64'd0;
            PP64LH_reg <= 64'd0;
            PP64HL_reg <= 64'd0;
            PP64HH_reg <= 64'd0;
        end
        else begin
            PP64LL_reg <= PP64LL;
            PP64LH_reg <= PP64LH;
            PP64HL_reg <= PP64HL;
            PP64HH_reg <= PP64HH;          
        end
    end
endmodule
module M_64_1(
    input [63:0] X_i,
    input [63:0] Y_i,
    output [255:0] PPs_o
    );
    wire [63:0] PP64LL, PP64LH, PP64HL, PP64HH;
    wire [31:0] XL, XH, YL, YH;
    assign XL = X_i[31:0];
    assign XH = X_i[63:32];
    assign YL = Y_i[31:0];
    assign YH = Y_i[63:32];
    multiplier_32 LL(XL, YL, PP64LL);
    multiplier_32 LH(XL, YH, PP64LH);
    multiplier_32 HL(XH, YL, PP64HL);
    multiplier_32 HH(XH, YH, PP64HH);  
    assign PPs_o = {PP64HH, PP64HL, PP64LH, PP64LL};
endmodule
module M_64_2(
    input [255:0] PPs_i,
    output [127:0] P_o
    );
    wire [63:0] PP64LL, PP64LH, PP64HL, PP64HH;
    assign PP64LL = PPs_i[63:0];
    assign PP64LH = PPs_i[127:64];
    assign PP64HL = PPs_i[195:128];
    assign PP64HH = PPs_i[255:196];
    assign P_o = (PP64HH << 64) + ((PP64LH + PP64HL) << 32) + PP64LL;
endmodule
`timescale 1ns / 1ps
module full_add(
    input x, y, cin,
    output s, cout
    );
    assign s = x ^ y ^ cin;
    assign cout = (x & y) | (x & cin) | (y & cin);
endmodule
module csa_16(
    input [15:0] x, y, z, 
    output [15:0] s, c
    );
    genvar i;
    for (i = 0; i < 16; i = i + 1) begin
        full_add full_add_i(.x      (x[i]), 
                            .y      (y[i]),
                            .cin    (z[i]), 
                            .s      (s[i]),
                            .cout   (c[i])
                            );
    end
endmodule
`timescale 1ns / 1ps
module multiplier_16(
    input [15:0] X,
    input [15:0] Y,
    output [31:0] P
    );
    wire [15:0] PP16LL, PP16LH, PP16HL, PP16HH;
    wire [7:0] XL, XH, YL, YH;
    assign XL = X[7:0];
    assign XH = X[15:8];
    assign YL = Y[7:0];
    assign YH = Y[15:8];
    wallace_8 LL(XL, YL, PP16LL);
    wallace_8 LH(XL, YH, PP16LH);
    wallace_8 HL(XH, YL, PP16HL);
    wallace_8 HH(XH, YH, PP16HH);
    assign P = (PP16HH << 16) + ((PP16LH + PP16HL) << 8) + PP16LL;
endmodule
`timescale 1ns / 1ps
module multiplier_32(
    input [31:0] X,
    input [31:0] Y,
    output [63:0] P
    );
    wire [31:0] PP32LL, PP32LH, PP32HL, PP32HH;
    wire [15:0] XL, XH, YL, YH;
    assign XL = X[15:0];
    assign XH = X[31:16];
    assign YL = Y[15:0];
    assign YH = Y[31:16];
    multiplier_16 LL(XL, YL, PP32LL);
    multiplier_16 LH(XL, YH, PP32LH);
    multiplier_16 HL(XH, YL, PP32HL);
    multiplier_16 HH(XH, YH, PP32HH);
    assign P = (PP32HH << 32) + ((PP32LH + PP32HL) << 16) + PP32LL;
endmodule
`timescale 1ns / 1ps
module wallace_8(
    input  [7:0]  X, 
    input  [7:0]  Y,
    output [15:0] P
    );
    wire [15:0] S [0:5];
    wire [15:0] C [0:5];
    wire [15:0] XY [0:7];
    wire [15:0] X_15;
    assign X_15 = {8'd0, X};
    genvar i;
    for (i = 0; i < 8; i = i + 1) begin
        assign XY[i] = Y[i] ? (X_15 << i) : 15'd0;
    end 
    csa_16 csa_1(.x(XY[0]),     .y(XY[1]),      .z(XY[2]),      .s(S[0]), .c(C[0]));
    csa_16 csa_2(.x(XY[3]),     .y(XY[4]),      .z(XY[5]),      .s(S[1]), .c(C[1]));
    csa_16 csa_3(.x(S[0]),      .y(C[0]<<1),    .z(S[1]),       .s(S[2]), .c(C[2]));
    csa_16 csa_4(.x(C[1]<<1),   .y(XY[6]),      .z(XY[7]),      .s(S[3]), .c(C[3]));
    csa_16 csa_5(.x(S[2]),      .y(C[2]<<1),    .z(S[3]),       .s(S[4]), .c(C[4]));
    csa_16 csa_6(.x(S[4]),      .y(C[4]<<1),    .z(C[3]<<1),    .s(S[5]), .c(C[5]));
    assign P = S[5] + (C[5]<<1);
endmodule
==> run.sh <==
#!/bin/bash
# OpenROAD 26Q1-2900-gdf79404cd8, Yosys 0.63+post, stock flow scripts
make -C /OpenROAD-flow-scripts/flow DESIGN_CONFIG=/design/flow/config.mk WORK_HOME=/design/flow/orfs finish
==> config.mk <==
export PLATFORM = sky130hd
export DESIGN_NAME = M_64
export DESIGN_NICKNAME = M_64
export VERILOG_FILES = /design/flow/design.v
export SDC_FILE = /design/flow/constraint.sdc
export NUM_CORES = 4
export LEC_CHECK = 1
export CORE_UTILIZATION = 40
==> constraint.sdc <==
current_design M_64

set clk_period 33.7
set clk_io_pct 0.2

create_clock -name clk0 -period $clk_period [get_ports {clk}]

set non_clock_inputs [all_inputs -no_clocks]
set_input_delay [expr $clk_period * $clk_io_pct] -clock clk0 $non_clock_inputs
set_output_delay [expr $clk_period * $clk_io_pct] -clock clk0 [all_outputs]
==> summary.txt <==
Implementation results. In this build the clock could be raised as far as 0.0563 GHz. Post-route clock period utilization landed at 0.527. Detail-routed net length per standard cell landed at 19.1 µm. Detail-routed via count per cell landed at 5.13. Per the run report, area growth between synthesis and finish was 5.11%.

Post-synthesis cell type count landed at about 85. Final-report max-slew violation count landed at 0. The final report lists a non-filler cell total of 24900. The violation tally recorded at the end of detailed-routing iteration 0 is between 5000 and 6000. The transition time recorded at the tightest slew-check pin is 1.03 ns. Length of routed met2 wiring landed at 215000 µm.

By instance count, the cell type seen most on the critical path is a21oi_1. Sequential cell area landed at 5120 µm². The most used flip-flop cell after synthesis is dfxtp_1. The critical path starts at X[10].

Post-synthesis chip area from yosys landed at roughly 170000 µm². The worst setup path is of the in2reg kind. The final layout reports a setup TNS of 0 ns. On the critical path, the stage with the largest delay is an instance of o41ai_1.

In this run, post-CTS repair resized a total of 0 instances. Share of final-layout standard cells stronger than drive strength 1 landed at 0.0271. Shortest period the worst path allows landed at 17.77 ns. Wire length of the first global-routing pass landed at 756000 µm.

Number of CTS-inserted buffers landed at about 40. Counting along the longest clock path gives a buffer depth of 3. In this run, post-CTS hold repair placed 0 buffers.

The most common cell in the synthesized netlist is and2_1. fa_1 takes more of the synthesized area than any other cell. The tool warning count for the run is 25. Floorplan utilization landed at 0.402.

Buffer count from post-CTS setup fixing landed at 0. Per the placement report, the placed cell count is 24800. Looking at the hold checks, the worst path lands on PP64HH_reg[29]$_SDFF_PN0_.

Share of flip-flops with an asynchronous set or reset after synthesis landed at 0. Per the GRT congestion report, total overflow comes to 0.

Area enclosed by the die boundary landed at approximately 420000 µm². Via count of the first global-routing pass landed at between 100k and 150k. Largest stage delay on the critical path landed at 0.63 ns. In this run the cell area of the synthesized design comes to 166000 µm². 258 I/O pins were placed. Vertical extent of the die landed at 647 µm. Hold-check failures listed in the final report amount to 0.

Max-slew headroom at the worst pin landed at 0.303. Setup repair after global routing left no endpoint under its margin. Count of endpoints failing setup in the final report landed at 0. Cell total in the yosys stat output landed at 19800. Total number of placement rows landed at roughly 240. STA classifies the critical path endpoint as a flop. Each instance of the synthesized netlist takes up on average 8.41 µm². Number of warning messages in the yosys log landed at 2. Routed wire length landed at 475000 µm. Wire segments on met3 add up to between 30000 and 40000 µm in the final route. The initial antenna violation count is 61. The commonest cells after synthesis are and2_1 (3139), inv_1 (2895), fa_1 (2538). Hold path depth landed at 3. X dimension of the die landed at 647 µm. The worst setup path is launched from an input pin.

TritonCTS built the clock tree. The global routing report lists combined usage of all routing layers as 0.244. Data arrival at the endpoint of the critical path landed at 18.32 ns.

The synthesized netlist handed to floorplanning was reported with a cell count of 19800. Maximum number of pins on one net before global-route repair landed at 65. After detailed routing, the wire length on met1 is around 210000 µm. The required time at the worst endpoint is listed as 34.25 ns. The run finished with clean final reports.

Counting flops with a built-in enable in the synthesized netlist gives 0.

In the final layout, the multi-input gates occupy 147000 µm². During placement, the flow inserted port buffers numbering 257. Number of filler cells placed in the layout landed at 40500. The launch point of the worst min-delay path is recorded as reset. The H-tree was split into 2 levels. Detailed routing inserted a total of ~130k vias. The core region is 414000 µm². Per Yosys stat, the portion of area used by sequential elements is 0.0308. CTS saw 256 sinks. Once synthesis finished, the tally of register bits stood at 256. CTS clock-pin slew for the worst setup and hold paths landed at 0.06 ns.

Max-cap check violation count landed at 0. In this run the worst hold path is classified as in2reg. The tree is rooted in a clkbuf_16.

After its last routability iteration, the placer logged a weighted congestion of ~0.96. Detailed-route DRC error count landed at 0. The detail route stage leaves a number of antenna-violating nets equal to 0. In this run the top signal layer used is met5.

Sorting the synthesized cells by area gives the leading types as fa_1 (31%), ha_1 (19%), and2_1 (12%). Of the post-synthesis cell area, the dominant cell type holds 0.305. According to the dpl log, the detail-placed design has an HPWL of just under 400000 µm. Highest fanout seen on the critical path landed at 35. Before antenna repair, the detailed router went through 6 iterations.
==> cells in the final DEF, fill, tap and decap left out, types with 40 or more instances in the layout <==
cell and instances:
nand4_1 58, fa_1 2538, nor3_1 159, nor2b_1 156, ha_1 2517, o21bai_1 372, a31oi_1 62, nand2_1 1419
buf_4 265, xnor2_1 1092, and2_1 3139, buf_2 128, clkbuf_16 40, nand2b_1 147, nor2_1 694, inv_1 2895
o21ai_0 491, a21o_1 369, a211oi_1 70, o21a_1 147, or3_1 40, xor2_1 383, o211ai_1 49, dfxtp_1 256
nand3_1 172, and3_1 71, a21oi_1 1092, clkdlybuf4s50_1 128
==> critical path: cells and delay by family <==
family                     cells  cell delay [ns]
buffers and inverters          4             1.19
xor gates and xnor gates       5             1.03
adders and majority gates      9             3.70
AOI/OAI and AO/OA             17             4.15
and+or+nand+nor               10             1.51
==> cell type report <==
type / instances / area share
clock inverters: 19 / 0.00170
diodes: 22 / 0.000315
repair buffers: 526 / 0.0229
inverters: 2898 / 0.0622
flip-flops and latches: 256 / 0.0293
multi-input cells: 15600 / 0.838
well taps: 5474 / 0.0391
clock buffers: 54 / 0.00642
==> worst max-delay path by stage <==
stage | to | slack [ns] | cells after the start
final | PP64LL_reg[59]$_SDFF_PN0_ | 15.93 | 45
after CTS | PP64LL_reg[63]$_SDFF_PN0_ | 15.98 | 45
after global routing | PP64LL_reg[63]$_SDFF_PN0_ | 15.16 | 45
==> logic make-up after synthesis <==
group / count (synthesis) / share of synthesized area
simple gates: 6164 / 0.198
xor+xnor: 1475 / 0.0776
compound gates: 2941 / 0.110
flops: 256 / 0.0308
buf+inv: 3891 / 0.0884
fa+ha+maj: 5055 / 0.494
mux: 6 / 0.000376
==> metal layers <==
| metal | vias to the layer above | track usage |
|---|---|---|
| li1 | 61900 | - |
| met1 | 62200 | 0.341 |
| met2 | 3096 | 0.383 |
| met3 | 469 | 0.0736 |
| met4 | 38 | 0.0553 |
| met5 | - | 0.000347 |
==> through the flow <==
| step | hold WS, ns | setup slack [ns] | util | cell area (µm²) |
|---|---|---|---|---|
| floorplan | 7.09 | 17.22 | - | 166000 |
| global placement | 7.31 | 15.27 | 0.419 | 174000 |
| detailed placement | 7.31 | 15.27 | 0.419 | 174000 |
| CTS | 6.57 | 15.98 | 0.423 | 175000 |
| global route | 6.66 | 15.16 | 0.423 | 175000 |
| finish | 6.61 | 15.93 | 0.423 | 175000 |
